==> design/flow/design.v <==
module DFF_Synch(
input clk, rst_n,
input d,
output reg q
); 
reg q0; 
always @(posedge clk or negedge rst_n) begin 
if (!rst_n) begin 
q0 <= 0; 
q  <= 0; 
end 
else begin 
q0 <= d; 
q  <= q0; 
end 
end 
endmodule 
module Mux_en_Synch #(parameter width = 8)(
input clk1,clk2,
input rst_n,
input [width-1:0]  data_in,
output [width-1:0] data_out
); 
wire q0; 
wire sel; 
wire [width-1:0] din,dout,q_out; 
dff f1 (.clk(clk1),.rst_n(rst_n),.d(clk1),.q(q0)); 
DFF_Synch dff1 (.clk(clk2),.rst_n(rst_n), .d(q0), .q(sel));
mux2 #(.width(width)) myMux1(.sel(sel), .d0(q_out), .d1(din), .y(dout));   
register #(.width(width)) reg1 (.clk(clk1),.rst_n(rst_n), .d(data_in), .q(din)); 
register #(.width(width)) reg2 (.clk(clk1),.rst_n(rst_n), .d(dout), .q(q_out)); 
assign data_out = q_out;  
endmodule 
module mux2 #(parameter width = 4)(
input sel,
input [width -1: 0]d0,d1,
output [width -1: 0]y
); 
assign y = sel?d1:d0; 
endmodule 
module register #(parameter width = 8)(
input clk, rst_n,
input [width-1:0] d,
output reg [width-1:0] q
); 
always @(posedge clk or negedge rst_n) begin
if (!rst_n) begin 
q  <= 0; 
end 
else begin  
q  <= d; 
end 
end 
endmodule 
module dff(
input wire clk, rst_n, 
input wire d, 
output reg q 
);
always @(posedge clk or negedge rst_n)
if (!rst_n) q <= 0;
else q <= d;
endmodule 
==> design/flow/run.sh <==
#!/bin/bash
# OpenROAD 26Q1-2900-gdf79404cd8, Yosys 0.63+post, stock flow scripts
make -C /OpenROAD-flow-scripts/flow DESIGN_CONFIG=/design/flow/config.mk WORK_HOME=/design/flow/orfs finish
==> design/flow/config.mk <==
export PLATFORM = sky130hd
export DESIGN_NAME = Mux_en_Synch
export DESIGN_NICKNAME = Mux_en_Synch
export VERILOG_FILES = /design/flow/design.v
export SDC_FILE = /design/flow/constraint.sdc
export NUM_CORES = 4
export LEC_CHECK = 1
export CORE_AREA = 10 10 86 86
export DIE_AREA = 0 0 96 96
==> design/flow/constraint.sdc <==
current_design Mux_en_Synch

set clk_period 1.9
set clk_io_pct 0.2

create_clock -name clk0 -period $clk_period [get_ports {clk1}]
create_clock -name clk1 -period $clk_period [get_ports {clk2}]

set non_clock_inputs [all_inputs -no_clocks]
set_input_delay [expr $clk_period * $clk_io_pct] -clock clk0 $non_clock_inputs
set_output_delay [expr $clk_period * $clk_io_pct] -clock clk0 [all_outputs]
==> results.toml <==
# implementation run metrics
[run_status]
run_status = "finished, violations left"
violations = "negative hold slack"

[die]
floorplanUtilization_pct = 11.0
die-width_um = 96
dieArea_um2 = 9220
design.portCount = 19
core-area_um2 = 5540
dieHeight_um = 96
rows = 27

[grt]
globalRoute.totalOverflow = 0
grt_start_max_net_pins = 20
groute.usage.overall_pct = 2.70
initial_antenna_violation_count = 0
grt_pass1_wl_mm = 1.88
grt_pass1_vias = 366

[cells_and_area]
fillers = 617
syn2layout_area_growth_pct = 63.3
layout-drive-gt1-share_pct = 32.7
final_cell_area_um2 = 991

[synthesis]
area_share_top_type_pct = 78.4
ys_seq_elements = 19
synth_chip_area_um2 = 607
syn_avg_cell_area_um2 = 21.7
ys_types = 3
number_of_cells_in_yosys_stat = 28
ys_top_cells_by_area = "sky130_fd_sc_hd__dfrtp_1 78%, sky130_fd_sc_hd__mux2_4 20%, sky130_fd_sc_hd__buf_6 1.9%"
netlist_area_um2 = 607
synth-warning-count = 3
synth_top_cell_by_area = "sky130_fd_sc_hd__dfrtp_1"
number_of_standard_cells_after_synthesis = 28
synth.yosys.seq_area_share_pct = 78.4

[routing]
detail-route-antenna-nets = 0
routed_wl_mm = 1.20
drt_first_pass_iters = 2
routed_wire_length_per_instance_um = 9.42
antenna_cells_inserted = 0
drt_first_iter_violations = 6
drt-vias-per-instance = 2.44
detailroute.via_count = 310
remaining_drc_errors = 0

[worst_hold_path]
min_path_type = "clk2reg"
hp-start = "clk1"

[critical_path]
setup.worst_path.class = "reg2out"
crit-reg2reg-launch = "dff1.q$_DFF_PN0_"
critPathTopFamily = "buffers and inverters"
critPathMaxFanout = 2
timing.rr.end = "reg2.q[6]$_DFFE_PN0P_"
end_of_the_critical_path = "data_out[2]"
crit_path_cell_trace = "clkdlybuf4s50_1"
timing.critical_path.from_type = "flop"
required_ps = 1520
cp_num_cells = 1
crit_path_max_incr_delay_ps = 490
reg2reg_slack_ps = 900
critPathSlowestCell = "sky130_fd_sc_hd__clkdlybuf4s50_1"
timing.critical_path.from = "reg2.q[2]$_DFFE_PN0P_"
critPathBufInv = 1
ff2ff_path_depth = 1
worstPathArrival_ps = 1180
end_kind = "output port"

[power_and_ir_drop]
irDropWorstVdd_uv = 751
combPwrFrac_pct = 22.5
internal-power_uw = 1250
power.share.sequential_pct = 40.3
power.leakage_uw = 0.000425
cellPowerDensity_nw_per_um2 = 1600
power.switching_fraction_pct = 20.8
pwr-share-clk_pct = 37.1
power.net_switching_uw = 329
power_uw = 1580

[placed_design]
placed_area_um2 = 863
port_buffers = 17
gpl_wtd_cong = 0.669

[flow_run]
openroad.warnings = 26
total_of_max_cap_violations = 0

[clock_tree]
postCtsResizedCells = 0
cts-hold-fix-buffers = 0
clock_tree_from_tritoncts = "yes"
post_cts.repair.setup_buffers = 0
clock_input_transition_at_the_sequential_cells_of_the_worst_setup_and_hold_paths_ps = 60

[final_timing]
timing.setup.tns_ps = 0
setup_violations = 0
hold_violations = 1
rsz0062_at_grt = "false"
final-max-slew-violation-count = 0
fin_skew_ps = 3.20
finalHoldWorstSlack_ps = -120
maxSlewHeadroom_pct = 64.0
transition_time_at_the_pin_with_the_least_slew_margin_ps = 540
-- layout by cell type, fill, tap and decap left out --
cell type / count
sky130_fd_sc_hd__clkbuf_8: 9
sky130_fd_sc_hd__mux2_4: 8
sky130_fd_sc_hd__clkbuf_1: 1
sky130_fd_sc_hd__buf_4: 1
sky130_fd_sc_hd__clkdlybuf4s50_1: 17
sky130_fd_sc_hd__dfrtp_1: 19
-- cell type report --
cell class                      instances  area [um^2]  area share [%]
Multi-Input combinational cell          8          120            12.1
Tap cell                               72         90.1            9.09
Timing Repair Buffer                   18          178            17.9
Clock buffer                           10          128            12.9
Sequential cell                        19          475            48.0
-- power by group through the flow --
stage     registers [uW]  clock network [uW]  logic (uW)
4_1_cts              643                 607         371
5_1_grt              659                 636         386
6_report             638                 588         357
-- worst min-delay path by stage --
stage                 to  slack [ps]  cells past startpoint
4_1_cts   f1.q$_DFF_PN0_        -120                      2
6_report  f1.q$_DFF_PN0_        -120                      2
5_1_grt   f1.q$_DFF_PN0_        -130                      2
-- state kept, by name, indices dropped and copies added (netlist names) --
| name | flops |
|---|---|
| reg1.q | 8 |
| dff1.q0 | 1 |
| f1.q | 1 |
| dff1.q | 1 |
| reg2.q | 8 |
-- Yosys cell counts --
library cell / count
sky130_fd_sc_hd__mux2_4: 8
sky130_fd_sc_hd__dfrtp_1: 19
sky130_fd_sc_hd__buf_6: 1
-- metrics by stage --
step                worst slack (ps)  util (%)  std cells  hold slack, ps
floorplan                        845         -         28            31.4
global placement                 692      15.6        117            31.4
detailed placement               689      15.6        117            31.4
CTS                              316      17.9        127            -122
global route                     282      17.9        127            -129
finish                           339      17.9        127            -120
-- kinds of logic after synthesis --
kind of cell	share of synthesized area (%)
flip-flops	78.4
multiplexers	19.8
buffers and inverters	1.86
-- per-layer routing --
metal	GRT usage, %	routed length [um]	share of wire [%]	vias to the layer above
met5	0	0	0	-
met4	1.72	45	3.8	0
met3	1.81	104	8.7	8
met2	3.64	583	49	13
met1	3.06	462	39	144
li1	-	-	-	145
Power and IR drop assume default switching activity.
